File: config.mk
export PLATFORM = sky130hd
export DESIGN_NAME = registerZ
export DESIGN_NICKNAME = registerZ
export VERILOG_FILES = /design/flow/design.v
export SDC_FILE = /design/flow/constraint.sdc
export NUM_CORES = 4
export LEC_CHECK = 1
export CORE_AREA = 10 10 70 70
export DIE_AREA = 0 0 80 80
File: constraint.sdc
current_design registerZ

set clk_period 1.7
set clk_io_pct 0.2

create_clock -name clk0 -period $clk_period [get_ports {clock}]

set non_clock_inputs [all_inputs -no_clocks]
set_input_delay [expr $clk_period * $clk_io_pct] -clock clk0 $non_clock_inputs
set_output_delay [expr $clk_period * $clk_io_pct] -clock clk0 [all_outputs]
File: design.v
module registerZ(clock, instruction, outY, outZ);
input wire clock;
input wire [2:0] instruction;
input wire [3:0] outY;
output reg [3:0] outZ;
parameter HOLD = 3'b000;
parameter LOAD = 3'b001;
parameter SHIFTR = 3'b010;
parameter SHIFTL = 3'b011;
parameter RESET = 3'b100;
always @(posedge clock)begin
	case(instruction)
		HOLD:
			outZ <= outZ;
		LOAD:
			outZ <= outY;
		SHIFTR:
			outZ <= outZ >> 1;
		SHIFTL:
			outZ <= outZ << 1;
		RESET:
			outZ <= 4'b0000;
	endcase
end
endmodule
File: run.sh
#!/bin/bash
# OpenROAD 26Q1-2900-gdf79404cd8, Yosys 0.63+post, stock flow scripts
make -C /OpenROAD-flow-scripts/flow DESIGN_CONFIG=/design/flow/config.mk WORK_HOME=/design/flow/orfs finish
==> reports/writeup.txt <==
Post-CTS timing repair inserted 0 buffers for setup. The sequential-to-total area share from yosys stat was 47.06%; the count of instances resized after the clock tree is built was 0. Setup repair after global routing left no endpoint under its margin.

The area added between synthesis and finish was 81.37%; the power density normalized to cell area was 698.1 nW/µm². Routability-driven placement finished with a final weighted congestion of 0.7602. The register with the most flip-flops in the layout has 4 of them. Detailed-route wire length per cell: 8.580 µm.

The startpoint of the worst register-to-register path was outZ[2]. The largest register by flop count is outZ. The run finished with clean final reports. The run gives 253 as the number of global-route vias before repair. Clock-pin slew of the registers on the worst-case setup and hold paths: 40 ps.

The arrival time of data at the critical path endpoint is 1350 ps. The area recorded from the Yosys report for this design is 255.2 µm². The run gives 6400 µm² as the overall die area. The logs give 0 for the number of hold buffers added after cts and 4 for the total number of clock tree sinks.

The logs give 3 for the TritonCTS buffer count and 4 for the first-pass iteration count of the detailed router. The detailed router reported a total wirelength of 755 µm. The script parses the final routing iteration and logs DRC violations as 0. The run gives 88 for the post-layout instance count excluding filler cells.

For the H-tree level count, the log shows 1. The critical path starts at instruction[0]. STA reports the tightest min-delay check as being of type flip-flop to flip-flop.

The clock latency at the later pin of the worst-skew pair was 230 ps. The run gives 1 as the warning count from the yosys run. The leakage power in the latest report is 0.1655 nW. For the completed layout, the total cell area is recorded as 462.9 µm². The x dimension of the die was 80 µm. The clock skew is 0.8052 ps.

The top logic cell by instance count in the layout was sky130_fd_sc_hd__clkdlybuf4s50_1. The run gives 25 for the number of OpenROAD warnings. For the pin with the worst max-slew slack, the measured transition is 405.0 ps. Nature of the critical path endpoint: a flip-flop.

The run gives 26 as the yosys cell count. On the critical path, the stage with the largest delay is an instance of sky130_fd_sc_hd__clkdlybuf4s50_1. Per the post-synthesis stats, the area per cell is 9.817 µm².

The critical path is of the primary input to flip-flop type. The count of unique library cells instantiated by Yosys is 13. TritonCTS built the clock tree. Per the slew report, the remaining headroom to the max-slew limit stands at 72.81%.

In the final layout, the registers with the most flip-flops are outZ x4. The maximum cell stage delay along the critical path was 580 ps; the first-pass GRT wire length was 1117 µm. The last timing report of the flow puts the setup violation total at 0.

With the reg2reg setup slack at 750 ps, the top achievable clock speed is 684.0 MHz. Core utilization of the finished layout: 13.55%. Once the floorplan was initialized, standard cells occupied 7.473% of the core.

Nets still carrying antenna violations after routing amount to 0. The core region is 3416 µm². The count of final max-slew check failures came out at 0.

Clock root buffer master: sky130_fd_sc_hd__clkbuf_4. The launch point of the worst hold path is outZ[2]. The time the final worst path needs with I/O delays and setup came out at 1462 ps.

Detailed routing inserted a total of 260 vias. The maximum fanout along the worst path works out to 5. The post-placement cell area is 440.4 µm². Summed over all nets, the half-perimeter wirelength after detailed placement is 645.5 µm. Cells with a size suffix above 1 make up 16.67% of the layout.

Looking at the VDD voltage map, the peak drop is 0.1379 mV. The floorplan die height works out to 80 µm. The number of standard-cell rows in the floorplan is 21. The signal on the critical path passes through clkdlybuf4s50_1, nor2_1, xnor2_1. In this run the cell area of the synthesized design comes to 255.2 µm². Entering global routing, the biggest net connects 6 pins.

The logs give 6.951 ps for the pre-CTS setup slack and 0 for the number of diodes added for antenna fixing. With the global-route total usage across every layer at 2.211%, the final count of hold timing violations is 0. For this run the aggregate overflow at the end of global routing stands at 0.

Input and output buffers added on the ports amount to 11. After detailed placement, the design holds a cell count of 85. The number of buffers on the longest clock path is 2. The accumulated negative setup slack is 0 ps. The number of antenna violations at the first check in global routing came out at 0. With the period utilization at 86.00%, the data required time at the worst endpoint is 1580 ps. The worst setup path is launched from a primary input. In the routed layout, each cell is associated on average with a via count of 2.955. The DRC violation total after the first TritonRoute iteration is 14. Per the cell usage report, the commonest logic cells after layout are sky130_fd_sc_hd__clkdlybuf4s50_1, sky130_fd_sc_hd__nand2_1, sky130_fd_sc_hd__edfxtp_1. 12 I/O pins were placed. The synthesis stat section lists a flop and latch total of 4.

Synthesis produced a netlist whose cell count is 26. The number of maximum-capacitance violations recorded for the run is 0. For the minimum setup slack in the final design, the log shows 238.1 ps.
final timing paths:
| check | endpoint | depth (start not counted) |
|---|---|---|
| max | outZ[3] | 3 |
| min | outZ[3] | 2 |
| max reg2reg | outZ[1] | 2 |
| min reg2reg | outZ[3] | 2 |
critical path: cells and delay by family:
kind / cells / cell delay [ps]
and+or+nand+nor: 1 / 80
xor gates and xnor gates: 1 / 350
buffers and inverters: 1 / 580
stage by stage:
stage	hold WS (ps)	total power, W
2_1_floorplan	553.5	0.0001568
3_3_place_gp	645.4	0.0002093
3_5_place_dp	648.3	0.0002104
4_1_cts	657.2	0.0003301
5_1_grt	702.8	0.0003480
6_report	657.5	0.0003232
power by group:
part | internal [W] | total, W | switching [W]
clock | 0.0000788 | 0.000115 | 0.0000362
sequential | 0.000124 | 0.000131 | 0.00000713
combinational | 0.0000494 | 0.0000770 | 0.0000276
synthesized netlist by cell type:
| library cell | instances | area (µm²) |
|---|---|---|
| sky130_fd_sc_hd__nand3b_1 | 1 | 7.510 |
| sky130_fd_sc_hd__nand2_1 | 4 | 15.01 |
| sky130_fd_sc_hd__mux2i_1 | 2 | 20.02 |
| sky130_fd_sc_hd__a22oi_1 | 2 | 15.01 |
| sky130_fd_sc_hd__xnor2_1 | 1 | 8.760 |
| sky130_fd_sc_hd__nand2b_1 | 1 | 6.260 |
| sky130_fd_sc_hd__nor2_1 | 2 | 7.510 |
| sky130_fd_sc_hd__a31oi_1 | 1 | 6.260 |
| sky130_fd_sc_hd__nor2b_4 | 1 | 13.76 |
| sky130_fd_sc_hd__a21oi_1 | 3 | 15.01 |
| sky130_fd_sc_hd__clkbuf_2 | 1 | 5.000 |
| sky130_fd_sc_hd__nand3_1 | 3 | 15.01 |
| sky130_fd_sc_hd__edfxtp_1 | 4 | 120.1 |
metal layers:
layer	GRT usage [%]	wire length, µm
met1	2.158	246
met2	3.933	423
met3	0.6818	64
met4	1.408	20
met5	0	0
kinds of logic (layout without fill, tap and decap cells):
logic type	count (synthesis)	after routing	synth area share [%]
AOI/OAI and AO/OA	6	6	14.21
and+or+nand+nor	12	12	25.49
DFF	4	4	47.06
muxes	2	2	7.843
buffers and inverters	1	17	1.959
xor gates and xnor gates	1	1	3.432
final cells by class:
cell class | instances | area (µm²)
clock buffer | 3 | 22.52
fill | 390 | 2953
multi-input combinational | 21 | 130.1
sequential | 4 | 120.1
tap | 46 | 57.56
timing repair buffer | 14 | 132.6
Power is estimated from default activity; no workload was simulated.

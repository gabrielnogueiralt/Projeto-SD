==> flow/design.v <==
module registerY(clock, instruction, outULA, outY);
input wire clock;
input wire [2:0] instruction;
input wire [3:0] outULA;
output reg [3:0] outY;
parameter HOLD = 3'b000;
parameter LOAD = 3'b001;
parameter SHIFTR = 3'b010;
parameter SHIFTL = 3'b011;
parameter RESET = 3'b100;
always @(posedge clock)begin
	case(instruction)
		HOLD:
			outY <= outY;
		LOAD:
			outY <= outULA;
		SHIFTR:
			outY <= outY >> 1;
		SHIFTL:
			outY <= outY << 1;
		RESET:
			outY <= 4'b0000;
	endcase
end
endmodule
==> flow/run.sh <==
#!/bin/bash
# OpenROAD 26Q1-2900-gdf79404cd8, Yosys 0.63+post, stock flow scripts
make -C /OpenROAD-flow-scripts/flow DESIGN_CONFIG=/design/flow/config.mk WORK_HOME=/design/flow/orfs finish
==> flow/config.mk <==
export PLATFORM = sky130hd
export DESIGN_NAME = registerY
export DESIGN_NICKNAME = registerY
export VERILOG_FILES = /design/flow/design.v
export SDC_FILE = /design/flow/constraint.sdc
export NUM_CORES = 4
export LEC_CHECK = 1
export CORE_AREA = 10 10 70 70
export DIE_AREA = 0 0 80 80
==> flow/constraint.sdc <==
current_design registerY

set clk_period 2.3
set clk_io_pct 0.2

create_clock -name clk0 -period $clk_period [get_ports {clock}]

set non_clock_inputs [all_inputs -no_clocks]
set_input_delay [expr $clk_period * $clk_io_pct] -clock clk0 $non_clock_inputs
set_output_delay [expr $clk_period * $clk_io_pct] -clock clk0 [all_outputs]
==> GITHUB_STEP_SUMMARY <==
### Metrics collected by this job

| Metric | Value |
|---|---|
| Slew at the pin closest to its max-slew limit | 393.4 ps |
| Met3 layer usage reported by global route | 0.7955% |
| Synthesized cell area | 255.2 µm² |
| Bufs on Longest Clock Path | 2 |
| Horizontal extent of the die | 80 µm |
| Final worst path period need | 1639 ps |
| First drt pass iteration count | 4 |
| Pre-CTS setup slack | 409.1 ps |
| Last weighted congestion value of the routability-driven placer | 0.8175 |
| GR peak layer | met2 |
| Number of port buffers | 11 |
| Final core area utilization | 12.89% |
| Cell count of the worst reg-to-reg path | 2 |
| Final antenna diode count | 0 |
| Max Slew Vio Count | 0 |
| # Post-CTS Setup Buffers | 0 |
| Clock sinks | 4 |
| Flops after synth | 4 |
| Slowest stage cell, crit path | sky130_fd_sc_hd__clkdlybuf4s50_1 |
| Maximum capacitance violations | 0 |
| Post-synthesis cell count | 26 |
| Final worst slack | 661.1 ps |
| Average cell area after synthesis | 9.817 µm² |
| Layout-stage area growth over the synthesis result | 72.55% |
| Overflow left after global routing | 0 |
| Fraction of layout cells with a size suffix above 1 | 10.26% |
| Relative contribution of the clock network to total power | 36.3% |
| Total of cells resized after clock tree synthesis | 0 |
| Num CTS Buffers | 3 |
| Tool warnings | 25 |
| Crit path buf inv count | 1 |
| Total Routed Length | 784 µm |
| Gr usage total | 2.349% |
| Number of primary I/O pins | 12 |
| Total number of placement rows | 21 |
| Hold/Removal Path Class | reg2reg |
| Result of the run | finished, final reports clean |
| Source-to-sink clock delay at the later pin of the worst-skew pair | 230 ps |
| Reg with most FFs | outY |
| Static leakage | 0.1511 nW |
| Slew margin rel. | 73.59% |
| Worst hold path depth | 2 |
| Number of global-route vias before repair | 258 |
| Multi-input logic area | 130.1 µm² |
| Seq. cell area | 120.1 µm² |
| Number of design rule violations left after detail routing | 0 |
| Core outline area | 3416 µm² |
| Count of final hold-check violations | 0 |
| Cell internal pwr | 0.1833 mW |
| Net switching component of the power | 0.05276 mW |
| GR Layer Usage met2 | 4.093% |
| Regs by FF count | outY: 4 flops |
| Sink of the worst hold path | outY[3] |
| Final worst hold slack | 651.3 ps |
| Number of antenna violations at the first check in global routing | 0 |
| Number of nets still failing antenna checks after routing | 0 |
| Largest register FFs | 4 |
| Yosys-reported design area after synthesis | 255.2 µm² |
| Die height | 80 µm |
| Register area share after synthesis | 47.06% |
| Reg-to-reg slack, setup | 1370 ps |
| Final clock period utilization by the worst path | 71.25% |
| Hold-fix buffers at CTS | 0 |
| Power density cells | 535.9 nW/µm² |
| RSZ-0062 raised after global routing | false |
| Start point of the critical path | instruction[1] |
| Full die area | 6400 µm² |
| DP HPWL | 626.2 µm |
| Design Power | 0.2360 mW |
| Longest individual stage delay on the worst path | 620 ps |
| Initial DRC Count | 30 |
| Crit Path Category | in2reg |
| WL per Instance | 9.224 µm |
| Final setup violation count | 0 |
| Endpoint required time on the critical path | 2190 ps |
| Reg-to-Reg End | outY[1] |
| Worst-path clk slew | 40 ps |
| Signal arrival time at the worst endpoint | 1530 ps |
| Clock tree skew after final layout | 0.8642 ps |
| Pin count of the biggest net entering global routing | 9 |
| CP endpoint kind | flip-flop |
| Cell type group with the largest total delay on the critical path | buffers and inverters |
| Power share of the combinational group | 23.1% |
| Yosys synthesis warning count | 1 |
| Layout fillers | 389 |
| Wire length of the first global-routing pass | 1.235 mm |
| Share of total power in sequential cells | 40.6% |
| Depth of the CTS H-tree | 1 |
| Global-route met1 utilization | 2.423% |
| Setup total negative slack | 0 ps |
| Ordered list of cells on the worst path | clkdlybuf4s50_1 > nor2_1 > xnor2_1 |
| CP startpoint kind | primary input |
| Hold Startpoint | outY[2] |
| Floorplan core density | 7.473% |
| Distinct lib cells used | 13 |
| Via count | 260 |
| Largest fanout of any net on the critical path | 8 |
| IR Drop Worst-Case VDD | 0.09759 mV |
| Reg2Reg Launch Point | outY[2] |
| Ys cells | 26 |
| Post-DR vias/cell | 3.059 |
| CTS tree | done |
| Sw frac | 22.35% |
| Clock Root Buffer | sky130_fd_sc_hd__clkbuf_4 |
| Maximum clock frequency | 610.2 MHz |
## power groups by stage
| stage | clock [mW] | combinational, mW | sequential, mW |
|---|---|---|---|
| 4_1_cts | 0.0891 | 0.0550 | 0.0961 |
| 5_1_grt | 0.0961 | 0.0591 | 0.0973 |
| 6_report | 0.0857 | 0.0544 | 0.0959 |
## stage by stage
step	instance area [µm²]	instances
after global placement	417.9	82
after floorplan	255.2	26
after CTS	440.4	85
after detailed placement	417.9	82
after global routing	440.4	85
final	440.4	85
## worst reg2reg max path, cell delays in order, from the launching register on
cell and delay [ps]:
sky130_fd_sc_hd__edfxtp_1 400, sky130_fd_sc_hd__mux2i_1 170, sky130_fd_sc_hd__a22oi_1 100
## how the worst max path moves through the flow
stage	to	slack (ps)	depth (start not counted)
4_1_cts	outY[3]	650	3
5_1_grt	outY[3]	590	3
6_report	outY[3]	660	3
## synth_stat cells (all sizes together)
library cell  n  area [µm²]
edfxtp        4       120.1
nand2         4       15.01
a21oi         3       15.01
nand3         3       15.01
a22oi         2       15.01
mux2i         2       20.02
nor2          2       7.510
a31oi         1       6.260
clkbuf        1       5.000
nand2b        1       6.260
nand3b        1       7.510
nor2b         1       13.76
xnor2         1       8.760
## placed cells by master, fill, tap and decap left out
master | netlist | final
sky130_fd_sc_hd__a21oi_1 | 3 | 3
sky130_fd_sc_hd__a22oi_1 | 2 | 2
sky130_fd_sc_hd__a31oi_1 | 1 | 1
sky130_fd_sc_hd__clkbuf_4 | 0 | 3
sky130_fd_sc_hd__clkdlybuf4s50_1 | 0 | 11
sky130_fd_sc_hd__edfxtp_1 | 4 | 4
sky130_fd_sc_hd__mux2i_1 | 2 | 2
sky130_fd_sc_hd__nand2_1 | 4 | 4
sky130_fd_sc_hd__nand2b_1 | 1 | 1
sky130_fd_sc_hd__nand3_1 | 3 | 3
sky130_fd_sc_hd__nand3b_1 | 1 | 1
sky130_fd_sc_hd__nor2_1 | 2 | 2
sky130_fd_sc_hd__nor2b_4 | 1 | 1
sky130_fd_sc_hd__xnor2_1 | 1 | 1
## layout make-up
| cell class | count | share of cell area [%] |
|---|---|---|
| clock buffer | 3 | 5.114 |
| sequential | 4 | 27.27 |
| tap | 46 | 13.07 |
| timing repair buffer | 11 | 25.00 |
| multi-input combinational | 21 | 29.55 |
## routing by layer
layer  vias up  wire length [µm]
met4         0                27
met2        22               409
li1        122                 -
met5         -                 0
met1       114               250
met3         2                97
## logic make-up after synthesis
kind of cell | Yosys count | share of synthesized area (%)
mux | 2 | 7.843
buf+inv | 1 | 1.959
simple gates | 12 | 25.49
xor+xnor | 1 | 3.432
compound gates | 6 | 14.21
flops | 4 | 47.06
Power figures rest on the tool's default switching activity, not on a simulated workload.

[design.v]
module registerX(clock, instruction, inX, outX);
input wire clock;
input wire [2:0] instruction;
input wire [3:0] inX;
output reg [3:0] outX;
parameter HOLD = 3'b000;
parameter LOAD = 3'b001;
parameter SHIFTR = 3'b010;
parameter SHIFTL = 3'b011;
parameter RESET = 3'b100;
always @(posedge clock)begin
	case(instruction)
		HOLD:
			outX <= outX;
		LOAD:
			outX <= inX;
		SHIFTR:
			outX <= outX >> 1;
		SHIFTL:
			outX <= outX << 1;
		RESET:
			outX <= 4'b0000;
	endcase
end
endmodule
[run.sh]
#!/bin/bash
# OpenROAD 26Q1-2900-gdf79404cd8, Yosys 0.63+post, stock flow scripts
make -C /OpenROAD-flow-scripts/flow DESIGN_CONFIG=/design/flow/config.mk WORK_HOME=/design/flow/orfs finish
[config.mk]
export PLATFORM = sky130hd
export DESIGN_NAME = registerX
export DESIGN_NICKNAME = registerX
export VERILOG_FILES = /design/flow/design.v
export SDC_FILE = /design/flow/constraint.sdc
export NUM_CORES = 4
export LEC_CHECK = 1
export CORE_AREA = 10 10 70 70
export DIE_AREA = 0 0 80 80
[constraint.sdc]
current_design registerX

set clk_period 2.3
set clk_io_pct 0.2

create_clock -name clk0 -period $clk_period [get_ports {clock}]

set non_clock_inputs [all_inputs -no_clocks]
set_input_delay [expr $clk_period * $clk_io_pct] -clock clk0 $non_clock_inputs
set_output_delay [expr $clk_period * $clk_io_pct] -clock clk0 [all_outputs]
==> impl_metrics.yaml <==
# flow metrics
status:
  status: "finished, final reports clean"
clock_network:
  ctsHoldBuffers: 0
  cts_sinks: 4
  post_cts_buffers: 0
  htree_levels: 1
  cts.clk_slew.worst_paths_ns: 0.04
  cts_buffers: 3
  cts_resized: 0
  clockBufferDepth: 2
  tritoncts: "done"
  clk_latency_ns: 0.23
  cts_root_buf: "clkbuf_4"
setup_path:
  critPathArrivalTime_ns: 1.53
  critPathMaxFanout: 8
  endpoint_kind: "flop"
  crit_buf_inv: 1
  worstRegToRegCells: 2
  reg2reg_slack_ns: 1.38
  reg2reg_to: "outX[1]$_DFFE_PP_"
  cpMaxStageDelayCell: "clkdlybuf4s50_1"
  path_class: "input port to flop"
  path_cells: "clkdlybuf4s50_1, nor2_1, xnor2_1"
  startpoint_type: "input port"
  crit_path_max_incr_delay_ns: 0.62
  r2r_start: "outX[2]$_DFFE_PP_"
  crit_required_ns: 2.19
  crit_family: "buffers and inverters"
timing:
  setup_viol: 0
  slew_headroom_pct: 73.3
  finalCriticalPeriod_ns: 1.64
  period_used_pct: 71.4
  tightestPinTransition_ns: 0.397
  grt_setup_unrepaired: "no"
  finClkSkew_ns: 0.000945
  final_max_slew_viol_count: 0
  max_freq_mhz: 609
  hold_viol: 0
  fin_setup_tns_ns: 0
logic_synthesis:
  ys_chip_area_um2: 255
  syn_avg_cell_area_um2: 9.82
  synthTopCellsByArea: "edfxtp_1, mux2i_1, a21oi_1"
  ys_ff: 4
  syn_inst: 26
  syn-cell-area_um2: 255
  top_area_share_pct: 47.1
  ys_cells: 26
  ys_types: 13
  ys_seq_share_pct: 47.1
  yosysTopAreaCell: "edfxtp_1"
  yosys_warnings: 1
placement:
  hpwl_um: 639
  gp_congestion: 0.818
  port-buffer-count: 11
  dp.cells: 82
drt:
  drc: 0
  vias_per_cell: 3.01
  vias: 256
  dr.pass1.iters: 4
  n_antenna_cell: 0
  drt-total-wl_um: 772
  antenna_left: 0
  first_iter_violations: 61
  wl_per_cell_um: 9.08
finish:
  drive_gt1_share_pct: 10.3
  reg_top3: "outX: 4 flops"
  layout_top_cell: "clkdlybuf4s50_1"
  nFillCells: 394
  mostFrequentLayoutCells: "clkdlybuf4s50_1, nand2_1, edfxtp_1"
  fin_util_pct: 12.9
  fin_cells: 85
  largest_reg_flops: 4
  top_register: "outX"
  area.growth.synth_to_final_pct: 72.5
global_routing:
  grt-busiest-layer: "met2"
  met1_usage_pct: 2.42
  track_usage_pct: 2.30
  grt_overflow: 0
  met2_usage_pct: 4.01
  antenna_found_initial: 0
  grt_pass1_vias: 263
  grt_max_degree: 9
  grtUsageMet3_pct: 0.795
  grt_pass1_wl_um: 1200
hold_path:
  hold_depth: 2
  worstHoldStart: "outX[2]$_DFFE_PP_"
  hold_end: "outX[3]$_DFFE_PP_"
  hp-class: "flop to flop"
pwr:
  power_density_nw_per_um2: 534
  peakVddDrop_mv: 0.0970
  power_leakage_nw: 0.151
  total_power_w: 0.000235
floorplan:
  rows: 21
  die_area_um2: 6400
  core_region_area_um2: 3420
  die_h_um: 80
  fp-utilization_pct: 7.47
  ios: 12
  die_x_um: 80
flow_run:
  tool_warnings: 25
  maxCapViolations: 0
[power breakdown]
group | leakage [nW] | internal (W) | switching [W]
sequential | 0.0392 | 0.0000917 | 0.00000515
clock | 0.0138 | 0.0000582 | 0.0000268
combinational | 0.0981 | 0.0000333 | 0.0000201
total | 0.151 | 0.000183 | 0.0000520
[worst max path at each step]
stage               from                end  slack [ns]  cells past startpoint
6_report  instruction[1]  outX[0]$_DFFE_PP_        0.66                      3
5_1_grt   instruction[1]  outX[3]$_DFFE_PP_        0.59                      3
4_1_cts   instruction[1]  outX[3]$_DFFE_PP_        0.67                      3
[synth_stat cells]
| master | n |
|---|---|
| a31oi_1 | 1 |
| edfxtp_1 | 4 |
| nor2b_4 | 1 |
| mux2i_1 | 2 |
| nor2_1 | 2 |
| nand2b_1 | 1 |
| xnor2_1 | 1 |
| clkbuf_2 | 1 |
| nand3b_1 | 1 |
| a22oi_1 | 2 |
| a21oi_1 | 3 |
| nand2_1 | 4 |
| nand3_1 | 3 |
[metrics by stage]
step	setup slack, ns	hold slack (ns)	instance area (um^2)
global placement	0.448	0.652	418
detailed placement	0.420	0.668	418
finish	0.657	0.671	440
global route	0.591	0.726	440
CTS	0.672	0.678	440
floorplan	1.01	0.563	255
[layer usage]
metal  part of all wire (%)  vias to the layer above
met2                     51                       13
li1                       -                      124
met4                    4.5                        0
met3                    7.9                        4
met1                     36                      115
met5                      0                        -
[cell type report]
type	instances	area, um^2	share of cell area (%)
tap	46	57.6	13.1
timing repair buffer	11	110	25.0
clock buffer	3	22.5	5.11
multi-input combinational	21	130	29.5
sequential	4	120	27.3
[worst reg2reg max path, cell delays in order (launching register included)]
cell and delay [ns]:
edfxtp_1 0.42, mux2i_1 0.15, a22oi_1 0.08
[cells by family after synthesis]
| group | Yosys count | synth area share (%) |
|---|---|---|
| AND-OR/OR-AND | 6 | 14.2 |
| flip-flops | 4 | 47.1 |
| AND/OR/NAND/NOR | 12 | 25.5 |
| multiplexers | 2 | 7.84 |
| XOR/XNOR | 1 | 3.43 |
| buffers and inverters | 1 | 1.96 |
Power is estimated from default activity; no workload was simulated.
